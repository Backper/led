==> design.v <==
module counter_1s (
    input clk,
    input rst,
    output clk_1s
);
reg [24:0]cnt;
always @(posedge clk or negedge rst) begin
    if(!rst)begin
        cnt <= 0;
        clk_1s <= 0;
    end
    else begin
        if(cnt == 24_999)begin
            clk_1s <= ~clk_1s;
            cnt <= 0;
        end
        else begin
            cnt <= cnt + 1;
        end
    end
end
endmodule  
==> run.sh <==
#!/bin/bash
# OpenROAD 26Q1-2900-gdf79404cd8, Yosys 0.63+post, stock flow scripts
make -C /OpenROAD-flow-scripts/flow DESIGN_CONFIG=/design/flow/config.mk WORK_HOME=/design/flow/orfs finish
==> config.mk <==
export PLATFORM = sky130hd
export DESIGN_NAME = counter_1s
export DESIGN_NICKNAME = counter_1s
export VERILOG_FILES = /design/flow/design.v
export SDC_FILE = /design/flow/constraint.sdc
export NUM_CORES = 4
export LEC_CHECK = 1
export CORE_AREA = 10 10 90 90
export DIE_AREA = 0 0 100 100
==> constraint.sdc <==
current_design counter_1s

set clk_period 3.8
set clk_io_pct 0.2

create_clock -name clk0 -period $clk_period [get_ports {clk}]

set non_clock_inputs [all_inputs -no_clocks]
set_input_delay [expr $clk_period * $clk_io_pct] -clock clk0 $non_clock_inputs
set_output_delay [expr $clk_period * $clk_io_pct] -clock clk0 [all_outputs]
==> impl_metrics.tcl <==
# metrics dict for downstream scripts
set metrics [dict create \
    status "finished clean" \
    internal_power_w 0.000370 \
    rr_worst_depth 4 \
    cts_tree "built" \
    min_to "clk_1s" \
    ys_seq_share_pct 54.2 \
    grt_usage_pct 4.36 \
    die_area_sq_um 10000 \
    routedWlPerCell_microns 10.5 \
    crit_type "register to register" \
    ff_type "dfrtp_1" \
    yosys_area_sq_um 1200 \
    viasPerCell 4.05 \
    drt-met1-wl_mm 1.12 \
    simple_gate_share_pct 27.0 \
    maxCapViolations 0 \
    syn_inst 108 \
    tightest_slew_ps 528 \
    cts_resized 0 \
    rows 29 \
    clock_path_buffers 2 \
    yosys_warnings 3 \
    power_frac_comb_pct 1.5 \
    cts_setup_buffers 0 \
    antenna_found_initial 0 \
    start_kind "register" \
    ir_drop_v 0.000222 \
    yosys-top-cells-area "dfrtp_1, xnor2_1, nand3_1, xor2_1, nand4_1" \
    die_h_microns 100 \
    crit_fanout 9 \
    grt_pass1_vias 792 \
    r2r_start "cnt[0]" \
    dp.final_hpwl_mm 1.41 \
    fin_util_pct 22.0 \
    drt_wl_total_mm 2.02 \
    edf_count 0 \
    top_layer "met4" \
    fp.dieW_microns 100 \
    r2r-end "cnt[1]" \
    fillCellCount 665 \
    cp-end-kind "register" \
    grt_remaining_overflow 0 \
    first_iter_violations 82 \
    hold_violations 0 \
    swShare_pct 18.9 \
    drv_slew 0 \
    io_buffers 2 \
    hp-class "register to register" \
    leakage_nw 0.559 \
    pin_count 3 \
    postCtsHoldBufs 0 \
    antenna_cells 0 \
    skew_ps 2.63 \
    clock_sinks 26 \
    warning_count 25 \
    min-delay-start "clk_1s" \
    p_sw_w 0.0000863 \
    ys_top_logic_family "simple AND/OR/NAND/NOR gates" \
    arrival_ps 2070 \
    setup_violations 0 \
    grt_max_degree 27 \
    synth_flops 26 \
    antenna_left 0 \
    comb_area_sq_um 547 \
    top_area_cell "dfrtp_1" \
    period_needed_ps 1910 \
    worstHoldPathCells 1 \
    grt_pass1_wl_mm 3.75 \
    timing.fmax_ghz 0.524 \
    synthAoiAreaFrac_pct 0 \
    top_cell "dfrtp_1" \
    wl_met2_microns 797 \
    async_flop_share_pct 100 \
    area_growth_pct 14.9 \
    crit_start "cnt[0]" \
    yosys.area_share.xor_xnor_pct 17.5 \
    netlist_area_sq_um 1200 \
    clkLatencyLatePin_ps 260 \
    finalCritPeriodShare_pct 50.2 \
    timing.setup.tns_ps 0 \
    pwr-share-seq_pct 60.5 \
    htreeDepth 1 \
    syn-mean-instance-area_sq_um 11.1 \
    mux_share_pct 0 \
    cp.required_ps 3960 \
    initial_core_util_pct 19.1 \
    ys_cells 108 \
    ys_sh_adder_pct 1.04 \
    common_cells "dfrtp_1, xnor2_1, nand3_1" \
    synth_cell_type_count 18 \
    relSlewSlack_pct 64.5 \
    dr_wl_met3_microns 86 \
    power.share.clock_pct 38.0 \
    p_per_area_nw_per_um2 331 \
    regArea_sq_um 651 \
    root_buffer "clkbuf_8" \
    clkSlewWorstSetupHoldPaths_ps 80 \
    layout-drive-gt1-share_pct 8.70 \
    top_cell_area_share_pct 54.2 \
    first_pass_iters 4 \
    numCtsBuffers 3 \
    r2r_slack_ps 1890 \
    num_vias 777 \
    gp_congestion 0.769 \
    rsz0062_at_grt "no" \
    route.detailed.drc 0 \
    coreArea_sq_um 6280 \
]
## worst max path at each step
stage                 slack [ps]  cells past startpoint  endpoint
after global routing        1750                      4    cnt[1]
after CTS                   1860                      4    cnt[1]
final                       1890                      4    cnt[1]
## cells by family after synthesis
group / Yosys count
AND/OR/NAND/NOR: 56
flip-flops: 26
XOR/XNOR: 24
buffers and inverters: 1
adder cells (fa/ha/maj): 1
## per-layer routing
layer | vias up | global-route usage, %
li1 | 398 | -
met1 | 369 | 6.67
met2 | 8 | 6.17
met3 | 2 | 1.18
met4 | 0 | 0.543
met5 | - | 0
## registers in the layout, indices dropped and copies added, names as in the netlist
name and count:
cnt 25, clk_1s 1
## layout make-up
type / instances / share of cell area [%]
multi-input combinational: 81 / 39.6
inverter: 1 / 0.272
sequential: 26 / 47.1
timing repair buffer: 3 / 1.99
tap: 77 / 6.98
clock buffer: 4 / 3.99
## through the flow
step                      std cells  instance area (sq um)  hold slack, ps  total power [W]  setup slack, ps
after floorplan                 108                   1200             420         0.000282             2120
after global placement          188                   1330             465         0.000289             1950
after detailed placement        188                   1330             464         0.000289             1890
after CTS                       192                   1380             483         0.000463             1860
after global routing            192                   1380             508         0.000476             1750
final                           192                   1380             477         0.000457             1890
## worst max-delay path: stages (launching register included)
cell and delay, ps:
dfrtp_1 410, ha_1 290, nand3_1 230, nor4_4 590
and2b_2 280
## cell usage in the layout, fill, tap and decap left out, types with 2 or more instances in the layout
cell / n
dfrtp_1: 26
nand4_1: 8
clkdlybuf4s50_1: 2
nand2_1: 6
nand3_1: 14
and4_1: 2
xor2_1: 7
xnor2_1: 17
nor4_1: 6
nor2_1: 13
clkbuf_8: 4
## power by group through the flow
stage	combinational, W	clock [W]	sequential (W)
after CTS	0.00000748	0.000179	0.000276
after global routing	0.00000816	0.000192	0.000276
final	0.00000689	0.000173	0.000276
Power is estimated from default activity; no workload was simulated.
