## run.sh

```bash
#!/bin/bash
# OpenROAD 26Q1-2900-gdf79404cd8, Yosys 0.63+post, stock flow scripts
make -C /OpenROAD-flow-scripts/flow DESIGN_CONFIG=/design/flow/config.mk WORK_HOME=/design/flow/orfs finish
```

## config.mk

```make
export PLATFORM = sky130hd
export DESIGN_NAME = key
export DESIGN_NICKNAME = key
export VERILOG_FILES = /design/flow/design.v
export SDC_FILE = /design/flow/constraint.sdc
export NUM_CORES = 4
export LEC_CHECK = 1
export CORE_AREA = 10 10 70 70
export DIE_AREA = 0 0 80 80
```

## constraint.sdc

```tcl
current_design key

set clk_period 1.0
set clk_io_pct 0.2

create_clock -name clk0 -period $clk_period [get_ports {clk}]

set non_clock_inputs [all_inputs -no_clocks]
set_input_delay [expr $clk_period * $clk_io_pct] -clock clk0 $non_clock_inputs
set_output_delay [expr $clk_period * $clk_io_pct] -clock clk0 [all_outputs]
```

## design.v

```verilog
module key (
    input clk,
    input rst,
    input [2:0]key_led,
    input key_mode,
    output  [2:0]key_led_reg,
    output  key_mode_reg
);
reg [2:0]key_led_scan;
reg [2:0]key_led_scan_r;
reg key_mode_scan;
reg key_mode_scan_r;
assign key_led_reg[0] = key_led_scan_r[0] & (!key_led_scan[0]);
assign key_led_reg[1] = key_led_scan_r[1] & (!key_led_scan[1]);
assign key_led_reg[2] = key_led_scan_r[2] & (!key_led_scan[2]);
assign key_mode_reg = key_mode_scan_r & (!key_mode_scan);
always @(posedge clk or negedge rst) begin
    if(!rst)begin
        key_led_scan <= 0;
        key_led_scan_r <= 0;
        key_mode_scan <= 0;
        key_mode_scan_r <= 0;
    end
    else begin
        key_led_scan <= key_led;
        key_mode_scan <= key_mode;
        key_led_scan_r <= key_led_scan;
        key_mode_scan_r <= key_mode_scan;
    end
end
endmodule  
```

==> flow_metrics.py <==
# Physical implementation metrics
metrics = {
    "run_status": {
        "status": "finished with violations",
        "violations": "negative setup slack",
    },
    "job": {
        "warnings": 27,
        "maxCapViolCount": 0,
    },
    "route": {
        "wl_per_cell_um": 5.96,
        "drt-initial-drc-count": 0,
        "firstDrtPassIters": 1,
        "dr_wl_met3_um": 20,
        "top_layer": "met4",
        "antenna_cells": 0,
        "via_per_inst": 2.00,
        "dr_wl_met2_um": 242,
        "drt.antenna.violating_nets": 0,
        "routed-via-count": 142,
        "drc": 0,
        "wl_um": 423,
        "met1_length_um": 148,
    },
    "die": {
        "core-area_mm2": 0.00342,
        "fp.dieH_um": 80,
        "num_rows": 21,
        "die_area_mm2": 0.00640,
        "fp_util": 0.0747,
        "io-pin-count": 10,
        "dieWidth_um": 80,
    },
    "pwr": {
        "ir_worst_vdd_uv": 557,
        "power.static_leakage_nw": 0.179,
        "power.density_mw_per_mm2": 1510,
    },
    "synth": {
        "top_cells_by_area": "dfrtp_1 (78%), nor2b_4 (22%)",
        "ys.flops": 8,
        "synth_area_um2": 255,
        "synthCells": 12,
        "yosys_cells": 12,
        "top_cell": "dfrtp_1",
        "common_cells": "dfrtp_1 (8), nor2b_4 (4)",
        "yosysWarnings": 1,
        "yosys_area_um2": 255,
        "ys_async_sr_fraction": 1.00,
        "synth_area_per_cell_um2": 21.3,
        "edf_count": 0,
        "synth_seq_share": 0.784,
        "flop_cell": "dfrtp_1",
        "synth.distinct_cells": 2,
        "yosys.area.top_type_share": 0.784,
        "top_area_cell": "dfrtp_1",
    },
    "final_timing": {
        "setup_viol": 4,
        "worstMarginPinSlew_ps": 329,
        "period_minus_slack_ps": 1040,
        "worst_slack_ps": -41.3,
        "fin_worst_skew_ps": 0.132,
        "hold_violations": 0,
        "slew_headroom": 0.780,
        "hold-worst-slack_ps": 222,
        "slew_viol_final": 0,
        "rsz0062_at_grt": "yes",
        "max_freq_mhz": 960,
        "finalCritPeriodShare": 1.04,
    },
    "grt": {
        "grt_pass1_vias": 174,
        "antenna_found_initial": 0,
        "grt-ovfl-total": 0,
        "grt_pass1_wl_um": 690,
        "grtUsageTotal": 0.0135,
        "grt_max_degree": 9,
    },
    "cts": {
        "clock-sinks": 8,
        "clock-root-buffer": "clkbuf_4",
        "ctsLongestPathBuffers": 2,
        "cts_tree": "yes",
        "htreeDepth": 1,
        "cts_inserted_buffers": 3,
        "ctsHoldBuffers": 0,
        "clock_insertion_delay_worst_skew_ps": 240,
        "clk_pin_slew_ps": 50,
    },
    "setup_path": {
        "slowest_stage": "dfrtp_1",
        "cp-endpoint": "key_led_reg[0]",
        "r2r_slack_ps": 360,
        "cp_cell_sequence": "nor2b_4, buf_2",
        "slowest_delay_ps": 400,
        "required_ps": 800,
        "cp-startpoint": "key_led_scan[0]",
        "arrival_ps": 840,
        "worstSetupEndpointType": "output port",
        "worstPathMaxFanout": 2,
        "timing.rr.end": "key_led_scan_r[2]",
        "r2r-start": "key_led_scan[2]",
        "startpoint_type": "flop",
        "reg2reg_depth": 1,
        "worstSetupPathType": "flop to output port",
    },
    "final_layout": {
        "drive_above_1_share": 0.480,
        "finalNonFillerCells": 71,
        "fill_cells": 397,
        "synthToLayoutAreaGrowth_pct": 61.8,
    },
    "worst_hold_path": {
        "hp-class": "input port to async pin",
    },
    "place": {
        "dp.cells": 67,
        "io_buffer_count": 9,
        "routabilityCongestion": 0.618,
    },
}
-- cells in the final DEF, fill, tap and decap left out, drive strengths merged --
| master | instances |
|---|---|
| buf | 5 |
| clkbuf | 3 |
| clkdlybuf4s50 | 5 |
| dfrtp | 8 |
| nor2b | 4 |
-- metal layers --
| metal | up-vias | global-route usage |
|---|---|---|
| li1 | 62 | - |
| met1 | 70 | 0.0129 |
| met2 | 8 | 0.0241 |
| met3 | 2 | 0.00455 |
| met4 | 0 | 0.00880 |
| met5 | - | 0 |
-- registers in the layout, indices dropped and copies added (netlist names) --
| register | cells |
|---|---|
| key_led_scan | 3 |
| key_led_scan_r | 3 |
| key_mode_scan | 1 |
| key_mode_scan_r | 1 |
-- how the worst min path moves through the flow --
| stage | start | endpoint | slack, ps | cells past startpoint |
|---|---|---|---|---|
| 4_1_cts | rst | key_led_scan[1] | 220 | 1 |
| 5_1_grt | rst | key_led_scan[0] | 240 | 1 |
| 6_report | rst | key_led_scan[0] | 220 | 1 |
-- final cells by class --
type	instances	area, um^2	area share
Timing Repair Buffer	10	77.6	0.188
Multi-Input combinational cell	4	55.1	0.133
Sequential cell	8	200	0.485
Clock buffer	3	22.5	0.0545
Tap cell	46	57.6	0.139
-- power breakdown --
part / switching, W / internal (W)
registers: 0.00000996 / 0.000341
clock network: 0.0000898 / 0.000136
logic: 0.0000117 / 0.0000368
-- through the flow --
| step | setup WS, ps | cell area [um^2] | utilization | total power [W] | setup TNS (ps) |
|---|---|---|---|---|---|
| after floorplan | 335 | 255 | - | 0.000367 | 0 |
| final | -41.3 | 413 | 0.121 | 0.000625 | -153 |
| after global placement | -178 | 403 | 0.118 | 0.000411 | -703 |
| after global routing | -90.2 | 413 | 0.121 | 0.000662 | -352 |
| after CTS | -69.4 | 413 | 0.121 | 0.000646 | -256 |
| after detailed placement | -183 | 403 | 0.118 | 0.000413 | -713 |
-- timing repair --
item / in CTS / in global routing
resized: 13 / 0
setup buffers: 1 / 0
setup endpoints to repair: 4 / 4
-- cells by family (layout without fill, tap and decap cells) --
group,Yosys count,in the layout,share of synthesized area
buf+inv,0,13,0
flops,8,8,0.784
simple gates,4,4,0.216
-- worst max-delay path, delay by kind of cell, from the launching register on --
family	cells	cell delay (ps)
buf+inv	1	100
flops	1	400
simple gates	1	100
Power is estimated from default activity; no workload was simulated.
