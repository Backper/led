## design/flow/config.mk

```make
export PLATFORM = sky130hd
export DESIGN_NAME = key_counter
export DESIGN_NICKNAME = key_counter
export VERILOG_FILES = /design/flow/design.v
export SDC_FILE = /design/flow/constraint.sdc
export NUM_CORES = 4
export LEC_CHECK = 1
export CORE_AREA = 10 10 101 101
export DIE_AREA = 0 0 111 111
```

## design/flow/design.v

```verilog
module key_counter (
    input clk,
    input rst,
    input key_mode,
    output reg [2:0]count
);
reg[25:0]cnt; 
reg[2:0]count_reg; 
reg en;
always @(posedge clk or negedge rst) begin
    if(!rst)begin
        count <= 0;
        cnt <= 0;
        en <= 0;
        count_reg <= 0;
    end
    else begin
        if(en)begin
            if(cnt == 49_999)begin
                cnt <= cnt;
                en <= 0;
                count <= count_reg;
            end
            else begin
                if(key_mode)begin
                    count_reg <= count_reg + 1;
                    cnt <= cnt + 1 ;
                end
                else begin
                    cnt <= cnt + 1;
                end
            end
        end
        else begin
            if(key_mode)begin
                en <= 1;
                count_reg <= 1'b1;
            end
            else begin
                en <= 0;
            end
        end
    end
end
endmodule  
```

## design/flow/constraint.sdc

```tcl
current_design key_counter

set clk_period 4.1
set clk_io_pct 0.2

create_clock -name clk0 -period $clk_period [get_ports {clk}]

set non_clock_inputs [all_inputs -no_clocks]
set_input_delay [expr $clk_period * $clk_io_pct] -clock clk0 $non_clock_inputs
set_output_delay [expr $clk_period * $clk_io_pct] -clock clk0 [all_outputs]
```

## design/flow/run.sh

```bash
#!/bin/bash
# OpenROAD 26Q1-2900-gdf79404cd8, Yosys 0.63+post, stock flow scripts
make -C /OpenROAD-flow-scripts/flow DESIGN_CONFIG=/design/flow/config.mk WORK_HOME=/design/flow/orfs finish
```

==> results.ini <==
[timing]
slew-limit-headroom_pct = 55.00
hold_viol = 0
setup_viol_count_final = 0
tightest_slew_ns = 0.6689
drv_slew = 0
finalSetupTns_ns = 0
finalClockSkew_ns = 0.004032
holdWs_ns = 0.4791
rsz0062_at_grt = false
max_clock_freq_ghz = 0.4309
period_used_pct = 56.61
period_needed_ns = 2.321

[synthesis]
yosys.area.top_type = dfrtp_1
netlist.area_leader.share_pct = 51.76
async_reset_ff_share_pct = 100.0
yosysChipArea_um2 = 1595
synthTopCellsByArea = dfrtp_1 (52%), xnor2_1 (9.3%), nand4_1 (3.5%), nand3_1 (3.5%), xor2_1 (3.3%)
ys_warn_count = 1
syn_area_um2 = 1595
synth-seq-area-share_pct = 51.76
edf_count = 0
ys_ff = 33
yosys-stat-cells = 139
synth-main-ff-cell = dfrtp_1
synth_cell_types = 33
synth.avg_cell_area_um2 = 11.48
common_cells = dfrtp_1 (33), xnor2_1 (17), nand3_1 (11), nand2_1 (9), nand4_1 (9)
synth_cells = 139
top_cell = dfrtp_1

[drt]
drt_wl_total_um = 2811
viasPerCell = 4.141
antenna_cells = 0
routed-via-count = 1056
postRouteAntennaNets = 0
drt-pass1-iter-count = 4
wire_per_inst_um = 11.02
drt_iter0_drc = 23
drc = 0

[power_and_ir_drop]
vdd_drop_max_mv = 0.1828
post-layout-total-power_uw = 781.7
powerDensity_nw_per_um2 = 419.6
p_leak_uw = 0.0007705

[clocking]
h-tree-depth = 2
cts_tree = built
postCtsResizedCells = 0
cts_hold_buf = 0
clk_pin_slew_worst_paths_ns = 0.06
worst_skew_pair.late_latency_ns = 0.28
cts-root-buf = clkbuf_8
clock_path_buffers = 2
clock-sinks = 33
cts_setup_buffers = 0
cts_buffers = 5

[status]
outcome = finished, final reports clean

[grt]
grt_max_degree = 34
grt_pass1_wl_um = 4878
first_global_vias = 1007
antenna_found_initial = 0
track_usage_pct = 4.534
grt.overflow.total = 0

[finish]
drive_above_1_share_pct = 12.67
synthToLayoutAreaGrowth_pct = 16.78
largest_reg_flops = 26

[place]
numPortBuffers = 5
hpwl_um = 1992
place.gp.congestion = 0.8005

[floorplanning]
io_pins = 6
die_h_um = 111
fp_util_pct = 19.61
fp-row-count = 33
fp.coreArea_um2 = 8134
die_area_um2 = 12320
die_w_um = 111

[critical_path]
cp-end-kind = flop
crit_arrival_ns = 2.48
required_ns = 4.26
startpoint_type = flop
crit_type = flop to flop
rrSetupSlack_ns = 1.78
crit_fanout = 7

[worst_hold_path]
hold_path.class = flop to flop

[job]
warnings = 25
maxCapViolations = 0

[kinds of logic after synthesis]
logic type	synth area share [%]
AOI/OAI and AO/OA	3.844
xor gates and xnor gates	12.63
adders and majority gates	1.568
buffers and inverters	1.647
DFF	51.76
muxes	4.862
and+or+nand+nor	23.69
[layout make-up]
class	instances	area, um2
clock buffers	7	86.33
well taps	105	131.4
fillers	856	6271
flip-flops and latches	33	825.8
multi-input cells	99	743.2
inverters	5	18.77
repair buffers	6	57.56
[where the power goes]
part / total (uW) / internal (uW) / switching [uW] / leakage (uW)
Sequential: 417 / 371 / 45.7 / 0.000433
Combinational: 120 / 64.9 / 55.6 / 0.000293
Clock: 244 / 133 / 111 / 0.0000443
Total: 782 / 569 / 213 / 0.000771
[routing by layer]
| layer | track usage [%] | wire [um] |
|---|---|---|
| met5 | 0 | 0 |
| met2 | 5.896 | 1130 |
| met3 | 1.423 | 130 |
| met4 | 0.6076 | 22 |
| met1 | 7.191 | 1527 |
[metrics by stage]
step	cells	cell area (um2)	utilization (%)	setup slack [ns]
floorplan	139	1595	-	1.918
global placement	248	1777	21.84	1.811
detailed placement	248	1777	21.84	1.789
CTS	255	1863	22.90	1.764
global route	255	1863	22.90	1.666
finish	255	1863	22.90	1.779
[critical path, stage by stage (launching register included)]
cell	delay, ns
dfrtp_1	0.42
or4_4	0.56
nor4_4	0.42
nand4_4	0.18
or2_4	0.32
mux2_4	0.30
[path summary, 6_finish.rpt]
path,start,end,cells after the start
worst max-delay path,cnt[17],count[0],5
worst min-delay path,cnt[25],cnt[25],1
worst max register to register,cnt[17],count[0],5
worst min register to register,cnt[25],cnt[25],1
max in group asynchronous,rst,cnt[2],2
min in group asynchronous,rst,cnt[25],2
[layout by cell type, fill, tap and decap left out, types with 2 or more instances in the layout]
cell type         n
inv_1             5
nor3_1            2
xor2_1            6
nor2b_1           2
nand2_1           9
nand3_1          11
clkdlybuf4s50_1   5
or4_4             2
ha_1              2
dfrtp_1          33
a21oi_1           4
nor4_1            2
mux2_2            2
and4_1            4
and3_1            4
nor2_1            5
nand4_1           9
and2_1            2
xnor2_1          17
clkbuf_8          6
mux2_4            3
Power and IR drop assume default switching activity.
